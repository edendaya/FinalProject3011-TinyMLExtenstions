## design/flow/run.sh

```bash
#!/bin/bash
# OpenROAD 26Q1-2900-gdf79404cd8, Yosys 0.63+post, stock flow scripts
make -C /OpenROAD-flow-scripts/flow DESIGN_CONFIG=/design/flow/config.mk WORK_HOME=/design/flow/orfs finish
```

## design/flow/config.mk

```make
export PLATFORM = sky130hd
export DESIGN_NAME = control_FSM
export DESIGN_NICKNAME = control_FSM
export VERILOG_FILES = /design/flow/design.v
export SDC_FILE = /design/flow/constraint.sdc
export NUM_CORES = 4
export LEC_CHECK = 1
export CORE_AREA = 10 10 87 87
export DIE_AREA = 0 0 97 97
```

## design/flow/constraint.sdc

```tcl
current_design control_FSM

set clk_period 3.5
set clk_io_pct 0.2

create_clock -name clk0 -period $clk_period [get_ports {CLK}]

set non_clock_inputs [all_inputs -no_clocks]
set_input_delay [expr $clk_period * $clk_io_pct] -clock clk0 $non_clock_inputs
set_output_delay [expr $clk_period * $clk_io_pct] -clock clk0 [all_outputs]
```

## design/flow/design.v

```verilog
`timescale 1ns / 1ps
module control_FSM(
    input CLK,
    input RESET,
    input STEP_EN,
    input busy,
    input [5:0] opcode,
    input [5:0] R_type_func,  
	 input AEQZ,  
	 output [4:0] STATE_o,
    output [2:0] ALUf,
    output IRce,
    output PCce,
    output Ace,
    output Bce,
    output Cce,
    output MARce,
    output MDRce,
    output [1:0] S1sel,
    output [1:0] S2sel,
    output [1:0] DINTsel,
    output MDRsel,
    output Asel,
    output shift_o,
    output right,
    output add_o,
    output test,
    output MR,
    output MW,
    output GPR_WE,
    output Itype,
    output Jlink,
	 output IN_INIT,
	 output MAC_EN,
	 output MAC_RST,
	 output mul_mac
    );
reg [4:0] next_state ;
wire bt;
parameter INIT = 5'h00;
parameter fetch = 5'h01;
parameter decode = 5'h02;
parameter halt = 5'h1f;
parameter ALU = 5'h03;
parameter shift_next_state = 5'h04;
parameter WBR = 5'h05;
parameter ALUI= 5'h06;
parameter testI = 5'h07;
parameter WBI = 5'h08;
parameter addessCMP = 5'h09;
parameter load = 5'h0a;
parameter copyMDR2C = 5'h0b;
parameter copyGPR2MDR = 5'h0c;
parameter store = 5'h0d;
parameter JR = 5'h0e;
parameter savePC = 5'h0f;
parameter JALR = 5'h10;
parameter branch = 5'h11;
parameter Btaken = 5'h12;
parameter mul = 5'h13;
parameter macFirst = 5'h14;
parameter mac = 5'h15;
parameter R_inst_opcode = 6'b000000;
parameter slli = 3'b000;
parameter srli = 3'b010;
parameter add_func= 3'b011;
parameter sub = 3'b010;
parameter and_logic = 3'b110;
parameter or_logic = 3'b101;
parameter xor_logic = 3'b100;
parameter D1 = 3'b110;  
parameter D5 = 3'b001;
parameter D6 = 3'b011;
parameter D7 = 2'b10;  
parameter D8 = 6'b010110;
parameter D9 = 6'b010111; 
parameter D12 = 5'b00010;
parameter lw = 4'b0011;
parameter sw = 4'b1011;
parameter addi =6'b001011;
always @(posedge CLK)
begin
    if (RESET) 
        next_state = INIT;
	 else
	     case(next_state) 
        INIT:
        if(STEP_EN)
            next_state = fetch;
        else
            next_state = INIT;
        fetch:
            if (~busy)
                next_state = decode;
            else
                next_state = fetch;
        decode:
            if (opcode == R_inst_opcode)  
                if(R_type_func[5]==1) next_state = ALU;
                else if (R_type_func[3] == 0 & R_type_func[4] == 0 & R_type_func[5] == 0) next_state = shift_next_state;
					 else if (R_type_func[3] == 1 & R_type_func[0] == 1 & R_type_func[1] == 0 & R_type_func[2] == 0) next_state = mul;
                else if (R_type_func[3] == 1 & R_type_func[0] == 0 & R_type_func[1] == 1 & R_type_func[2] == 1) next_state = macFirst;
					 else if (R_type_func[3] == 1 & R_type_func[0] == 0 & R_type_func[1] == 0 & R_type_func[2] == 1) next_state = mac;
					 else next_state = halt;  
            else  
                if(opcode[5:3] == D1)  
                    next_state = (STEP_EN) ? fetch : INIT;
                else if(opcode == addi) next_state = ALUI;
                else if(opcode[5:3] == D6) next_state = testI;
                else if (opcode[5:4]== D7) next_state = addessCMP; 
                else if (opcode == D8) next_state = JR;
                else if (opcode == D9) next_state = savePC;
                else if (opcode[5:1] == D12) next_state = branch;
                else next_state = halt; 
        ALU, shift_next_state, mul, macFirst, mac: 
            next_state = WBR;
        ALUI, testI, copyMDR2C: 
            next_state = WBI;
        WBI, WBR, JR, JALR, Btaken: 
            next_state = (STEP_EN) ? fetch : INIT;
        addessCMP: 
            next_state = (opcode[3]) ? copyGPR2MDR : load;
        copyGPR2MDR: 
            next_state = store;
        store:
            if (~busy) next_state = INIT;
            else next_state = store;
        load:
            if (~busy) next_state = copyMDR2C;
            else next_state = load;
        savePC:
            next_state = JALR;
        branch:
            if (bt) next_state = Btaken;  
            else next_state = (STEP_EN) ? fetch : INIT;  
        halt:
            next_state = halt;
        default:
            next_state = INIT;
        endcase
    end
assign IN_INIT = ((next_state == INIT)||(next_state == halt)) ? 1 : 0;
assign STATE_o = next_state;
assign ALUf = ((opcode[5:3] == 3'b001)||(opcode[5:3] == 3'b011)) ? opcode[2:0] : (opcode == R_inst_opcode)&(R_type_func[5:3] == 3'b100) ? R_type_func[2:0] : 3'b000;
assign IRce = (next_state == fetch) ? 1:0;
assign PCce = (next_state == decode)|(next_state == Btaken)|(next_state == JR)|(next_state == JALR) ? 1:0;
assign Ace = (next_state == decode) ? 1:0;
assign Bce = Ace;
assign Cce = (next_state == ALU)|(next_state == testI)|(next_state == ALUI)|(next_state == shift_next_state)|(next_state == copyMDR2C)|(next_state == savePC)|(next_state == mul)|(next_state == macFirst)|(next_state == mac) ? 1:0;
assign MARce = (next_state == addessCMP) ? 1:0;
assign MDRce = (next_state == load)|(next_state == copyGPR2MDR) ? 1:0;
assign S1sel[1] = (next_state == copyGPR2MDR)|(next_state == copyMDR2C) ? 1:0;
assign S1sel[0] = ((Cce)&(next_state != savePC))|(next_state == addessCMP)|(next_state == JR)|(next_state == JALR) ? 1:0;
assign S2sel = (next_state == decode) ? 2'b11 : ((opcode[5:3] == 3'b010)|(next_state == copyGPR2MDR)|(next_state==copyMDR2C)) ? 2'b10 : ((next_state == addessCMP)||((~GPR_WE)&Itype)||(next_state == Btaken)) ? 2'b01 : 2'b0;
assign DINTsel[1] = (next_state == mul)|(next_state == macFirst)|(next_state == mac) ? 1:0;
assign DINTsel[0] = (shift_o)|(next_state == copyGPR2MDR)|(next_state == copyMDR2C) ? 1:0;
assign MDRsel = (next_state == load) ? 1 : 0;
assign Asel = (next_state == load)|(next_state == store) ? 1 : 0;
assign shift_o = (next_state == shift_next_state) ? 1 : 0;
assign right = (shift_o & R_type_func[1]);
assign add_o = (next_state ==decode)|(next_state == ALUI)|(next_state == addessCMP)|(next_state == Btaken)| (next_state ==JR)|(next_state == savePC)|(next_state == JALR) ? 1 : 0;
assign test = (next_state == testI) ? 1 : 0;
assign MR = (next_state == fetch)|(next_state == load) ? 1 : 0;
assign MW = (next_state == store) ? 1 : 0;
assign GPR_WE = (next_state ==WBI)|(next_state == WBR)|(next_state == JALR) ? 1 : 0;
assign Itype = (next_state == ALUI)|(next_state == testI)|(next_state == WBI) ? 1 : 0;
assign Jlink = (next_state == JALR) ? 1 : 0;
assign bt = (AEQZ ^ opcode[0]);
assign MAC_EN = (next_state == macFirst) | (next_state == mac) ? 1:0;
assign MAC_RST = (next_state == macFirst) ? 1:0;
assign mul_mac = (next_state == mul) ? 1:0;
endmodule
```

==> ci_impl_report.md <==
### Flow metrics

| Metric | Value |
|---|---|
| CTS root buf | `clkbuf_8` |
| Fmax | `0.304 GHz` |
| Die Wd | `97 um` |
| Vias per cell | `5.08` |
| Number of global-route vias before repair | `1,354` |
| Max reg flops | `5` |
| GR Util All Layers | `8.48%` |
| Main flop type after synthesis | `dfxtp_1` |
| Synth-to-Final Area Change | `55.0%` |
| CTS max path bufs | `2` |
| Top-count cell post-synth | `nor2_1` |
| Largest net degree at the start of global routing | `24` |
| Status | `finished, final reports clean` |
| Placed wire-length estimate | `3490 um` |
| P_int | `250 uW` |
| Share of layout cells above drive strength 1 | `7.76%` |
| CTS Buf Count | `3` |
| GRT overflow | `0` |
| Wire per inst | `14.6 um` |
| Combinational Power Share | `51.3%` |
| Top cell area share | `9.96%` |
| Hold-fix buffers, CTS | `0` |
| Synthesized cell area | `0.00113 sq mm` |
| Die Span Y | `97 um` |
| RePlAce Congestion | `0.861` |
| Pre-antenna DRT Iters | `4` |
| Relative slew slack | `51.7%` |
| Late-Pin Clk Latency | `220 ps` |
| H-tree Lvls | `1` |
| Pleak | `0.617 nW` |
| I/O pins | `53` |
| CTS tree | `done` |
| CP arrival | `2580 ps` |
| YS chip area | `0.00113 sq mm` |
| Most instantiated cells after synthesis | `nor2_1, nand2_1, a21oi_1, buf_2, o21ai_0` |
| PostCTS Resize Cnt | `0` |
| Initial antenna violation count | `0` |
| Max VDD drop | `0.119 mV` |
| Core Area | `0.00564 sq mm` |
| Most Frequent Cell on Critical Path | `clkdlybuf4s50_1` |
| CTS Sinks | `5` |
| Hold Path Class | `reg -> reg` |
| Setup crit end kind | `output pin` |
| Total die area | `0.00941 sq mm` |
| Req. time, crit path | `2800 ps` |
| Startpoint Class | `input pin` |
| Clk slew on worst S/H paths | `40 ps` |
| PortBufs | `52` |
| Async SR Flop Fraction | `0%` |
| Drt first-iter violations | `134` |
| Post-Route Skew | `1.78 ps` |
| Clock Power Share | `26.8%` |
| Num rows | `27` |
| CP Cell Sequence | `clkdlybuf4s50_1 > nor4_4 > nand2_2 > nor2_1 > a22o_2 > clkdlybuf4s50_1` |
| Tool warning count | `25` |
| Setup Buffers After CTS | `0` |
| Cells after Synth | `186` |
| Setup TNS | `0 ps` |
| Synth area leader | `nor2_1` |
| Net Sw Frac | `36.0%` |
| Crit path kind | `in -> out` |
| Delay of the slowest critical-path stage | `540 ps` |
| Synth warnings | `1` |
| Total power | `391 uW` |
| Slowest stage cell, crit path | `clkdlybuf4s50_1` |
| Final period util | `93.8%` |
| Floorplan Utilization | `20.0%` |
| EDFF count, synth | `0` |
| DRC Markers | `0` |
| Seq pwr share | `21.9%` |
| Psw | `141 uW` |
| Yosys cell count | `186` |
| Crit-path max FO | `6` |
| Avg Cell Area, Syn | `6.08 sq um` |
| Vias | `1,544` |
| Hold Vio Cnt, Final | `0` |
| First-pass GRT wire length | `7120 um` |
| Minimum clock period after layout | `3280 ps` |
| Antenna Nets Post-Route | `0` |
| Final Max Slew Viols | `0` |
| Netlist cell types | `51` |
| Slew @ Worst Pin | `723 ps` |
| Fill cells | `623` |
| Routed WL | `4430 um` |
| Final setup viols | `0` |
| Top cells by area | `nor2_1, dfxtp_1, a21oi_1, nand2_1, buf_2` |
| Max-Cap Viols | `0` |
| Sequential area share after synthesis | `8.85%` |
| Antenna Cells | `0` |
| Ys flops | `5` |
| RSZ-0062 raised after global routing | `false` |
| PwrDens | `223 mW/mm^2` |
[cell type report]
class	instances	area [sq um]	area share, %
clock buffer	4	45.0	2.57
inverter	7	26.3	1.50
multi-input combinational	157	918	52.4
sequential	5	100	5.71
tap	72	90.1	5.14
timing repair buffer	59	573	32.7
[final timing paths]
kind	endpoint	slack (ps)	from	cells past startpoint
setup reg to reg	next_state[1]	1580	next_state[1]	5
hold / removal	next_state[3]	840	next_state[4]	2
hold reg to reg	next_state[3]	840	next_state[4]	2
setup / recovery	ALUf[0]	220	opcode[3]	6
[layer usage]
layer	routed length, um	GRT usage, %	share of wire, %
met5	0	0	0
met4	29	1.01	0.66
met3	365	2.08	8.2
met2	1950	12.6	44
met1	2080	12.3	47
[logic make-up after synthesis]
| family | share of synthesized area, % |
|---|---|
| buf+inv | 9.96 |
| compound gates | 36.7 |
| xor+xnor | 1.55 |
| simple gates | 42.9 |
| flops | 8.85 |
[critical path, delay by kind of cell]
family,cells,cell delay (ps)
AND/OR/NAND/NOR,3,720
AND-OR/OR-AND,1,170
buffers and inverters,2,1000
[cells in the final DEF, fill, tap and decap left out, types with 3 or more instances in the layout]
| cell | n |
|---|---|
| a311oi_1 | 3 |
| nor3_1 | 9 |
| inv_1 | 7 |
| dfxtp_1 | 5 |
| nor2_1 | 30 |
| nand2_1 | 17 |
| buf_4 | 7 |
| clkdlybuf4s50_1 | 52 |
| nor2b_1 | 8 |
| nand2b_1 | 6 |
| nand3_1 | 5 |
| a21oi_1 | 14 |
| a22o_1 | 5 |
| clkbuf_8 | 3 |
| o22ai_1 | 4 |
| a31oi_1 | 5 |
| o21ai_0 | 12 |
[power by group through the flow]
stage | Combinational, mW | Sequential, mW | Clock, mW
after CTS | 0.203 | 0.0853 | 0.108
final | 0.201 | 0.0858 | 0.105
after global routing | 0.223 | 0.0877 | 0.116
[metrics by stage]
step	area (sq um)	util [%]	setup WS, ps	cells	hold slack (ps)
after floorplan	1130	-	1230	186	715
after global placement	1710	30.3	257	300	837
after detailed placement	1710	30.3	221	300	825
after CTS	1750	31.1	210	304	835
after global routing	1750	31.1	57.8	304	903
final	1750	31.1	216	304	842
Power and IR drop assume default switching activity.
